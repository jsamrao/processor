### flow/config.mk
export PLATFORM = sky130hd
export DESIGN_NAME = alu
export DESIGN_NICKNAME = alu
export VERILOG_FILES = /design/flow/design.v
export SDC_FILE = /design/flow/constraint.sdc
export NUM_CORES = 4
export LEC_CHECK = 1
export CORE_AREA = 10 10 78 78
export DIE_AREA = 0 0 88 88
### flow/constraint.sdc
current_design alu

set clk_period 3.0
set clk_io_pct 0.2

create_clock -name clk0 -period $clk_period

set non_clock_inputs [all_inputs -no_clocks]
set_input_delay [expr $clk_period * $clk_io_pct] -clock clk0 $non_clock_inputs
set_output_delay [expr $clk_period * $clk_io_pct] -clock clk0 [all_outputs]
### flow/design.v
module alu (cf_sel_i,  alu_sel_0_i,  alu_sel_1_i,  inv_sel_i,  shftr_sel_i,  shftl_sel_i, oprnd_0_i, oprnd_1_i, alu_result_o, cf_o);
input       cf_sel_i;
input [1:0] alu_sel_0_i;
input       alu_sel_1_i;
input       inv_sel_i;
input       shftr_sel_i;
input       shftl_sel_i;
input [7:0]  oprnd_0_i;
input [7:0]  oprnd_1_i;
output [7:0] alu_result_o;
output      cf_o;
wire [7:0] add_result = oprnd_0_i[7:0] + oprnd_1_i[7:0];
wire [7:0] and_result = oprnd_0_i[7:0] & oprnd_1_i[7:0];
wire [7:0] inv_mux_out = inv_sel_i ? oprnd_1_i[7:0] : oprnd_0_i[7:0];
wire [7:0] inv_result = ~inv_mux_out[7:0];
wire [7:0] shftl_mux_out = shftl_sel_i ? oprnd_1_i[7:0] : oprnd_0_i[7:0];
wire [7:0] shftl_result = {shftl_mux_out[6:0], 1'b0};
wire [7:0] alu_0_mux_out = alu_sel_0_i[1:0] == 0 ? and_result[7:0] : alu_sel_0_i[1:0] == 1 ? add_result[7:0]
			  : alu_sel_0_i[1:0] == 2 ? inv_result[7:0] : shftl_result[7:0];
wire [7:0] shftr_mux_out = shftr_sel_i ? oprnd_1_i[7:0] : oprnd_0_i[7:0];
wire [7:0] shftr_result = {1'b0, shftr_mux_out[7:1]};
wire [7:0] alu_result_o =  alu_sel_1_i ? shftr_result[7:0] : alu_0_mux_out[7:0];
wire cmpeq_result = oprnd_0_i[7:0] == oprnd_1_i[7:0];
wire cmplt = oprnd_0_i[7:0] < oprnd_1_i[7:0];
wire cf_o =  cf_sel_i ? cmpeq : cmplt;
endmodule
### flow/run.sh
#!/bin/bash
# OpenROAD 26Q1-2900-gdf79404cd8, Yosys 0.63+post, stock flow scripts
make -C /OpenROAD-flow-scripts/flow DESIGN_CONFIG=/design/flow/config.mk WORK_HOME=/design/flow/orfs finish
==> results_slide.txt <==
Flow Results at a Glance

Run status
  – Outcome: finished clean

Final timing
  – Worst Hold Slack: between 1.5 and 2 ns
  – Setup total negative slack: 0 ns
  – Minimum clock period after layout: about 2.9 ns
  – Pins Over Slew Limit: 0
  – Worst-Margin Slew: around 0.29 ns
  – Tcrit/Tclk final: between 90% and 100%
  – Slew margin rel.: about 80%
  – Endpoints failing setup: 0
  – Fin. Hold Viols: 0
  – Fmax achieved: 341 MHz

Logic synthesis
  – Yosys chip area: 1040 sq um
  – Yosys cell count: 143
  – Mean Syn Cell Area: between 7 and 8 sq um
  – Synth warn: 2
  – Distinct cells, synth: 34
  – Top cells by area: mux2i_1, ha_1, inv_1, a21oi_1, o21ai_0
  – Seq share, synth: 0%
  – Synth area leader: mux2i_1
  – Synth top area share: between 20% and 30%
  – Synthesized cell area: between 1000 and 1500 sq um
  – Post-Synthesis Cells: roughly 140

Critical path
  – Crit. End Element: primary output
  – CP endpoint: alu_result_o[2]
  – WP depth: 10
  – Arrival time at the worst endpoint: around 2.3 ns
  – Setup CP Type: in -> out
  – Req. time, crit path: about 2.4 ns
  – Max incr delay on CP: approximately 0.46 ns
  – Largest fanout on the critical path: 2
  – Worst path slowest cell: mux4_2
  – CP Buf/Inv Count: 4
  – Delay-heaviest family, CP: buffers and inverters
  – Worst Setup SP: oprnd_1_i[0]
  – Worst setup SP type: primary input
  – Critical-path cell list: buf_4 > ha_4 > inv_2 > fa_2 > buf_6 > xor2_1 > mux4_2 > nor2_2 > a21oi_1 > dlygate4sd2_1

Global routing
  – Initial antenna violation count: 0
  – Vias in the first global route: ~1400
  – Grt total ovfl: 0
  – Pin count of the biggest net entering global routing: 11
  – First-pass GRT wire length: around 6500 um
  – GRT Total Usage: around 10%

Floorplan
  – Die Area: approximately 7700 sq um
  – Core area: between 4000 and 5000 sq um
  – Die X: about 88 um
  – Top Ports: 32
  – Starting density of the core: between 20% and 30%
  – Num rows: 24
  – Die H: 88 um

Route
  – Post-DR vias/cell: around 4.8
  – Antenna-violating nets left: 0
  – Ant diodes: 0
  – TritonRoute pass-1 iters: 4
  – DRT Wirelength: ~3900 um
  – DR DRC count: 0
  – Drt initial violations: approximately 42
  – Vias: about 1300
  – Wire length per cell: around 14 um

Place
  – Final GP Congestion: approximately 0.93
  – PortBufs: 31
  – Placed inst area: approximately 1800 sq um
  – DP HPWL: approximately 3100 um

Min path
  – HP Class: in -> out
  – WHS Path Cells: 5

Clock network
  – Hold Buf Count CTS: 0

Finish
  – Seq_cells: 0
  – Clkbuf count: 0
  – Post-layout util: approximately 45%
  – Post-route cell area: about 2000 sq um
  – Area delta synth->final: 90.9%
  – Share of layout cells above drive strength 1: 49.6%
  – Reg area: 0 sq um

Flow run
  – Total of max-cap violations: 0
  – Tool warning count: between 40 and 50

Power and ir drop
  – PD cells: roughly 160 nW/um^2
  – P_leak: between 0.0009 and 0.001 uW
  – Max rail drop VDD: 0.0774 mV
## metal layers
metal  track usage (%)  part of all wire (%)  vias up
li1                  -                     -      688
met1              13.3                    46      619
met2              18.3                    51       16
met3             0.561                   2.6        0
met4             0.145                     0        0
met5                 0                     0        -
## final cells by class
class / count / area, sq um
Multi-Input combinational cell: 118 / 1140
Inverter: 16 / 60.1
Tap cell: 52 / 65.1
Timing Repair Buffer: 90 / 728
Fill cell: 406 / 2420
## worst min-delay path: cells and delay by family
kind                   cells  cell delay (ns)
AOI/OAI and AO/OA          1             0.14
buffers and inverters      3             0.33
muxes                      1             0.06
## cells by family (layout without fill, tap and decap cells)
| group | after synthesis | after routing | share of synthesized area [%] |
|---|---|---|---|
| xor gates and xnor gates | 2 | 2 | 1.68 |
| muxes | 24 | 24 | 24.4 |
| adders and majority gates | 17 | 17 | 21.1 |
| buffers and inverters | 25 | 106 | 9.58 |
| AOI/OAI and AO/OA | 44 | 44 | 28.5 |
| and+or+nand+nor | 31 | 31 | 14.7 |
## cell usage after synthesis, types with 2 or more instances
cell type  instances
o21ai_0            8
ha_1              16
inv_1             16
o311ai_0           2
o21a_1             3
o211ai_1           4
nor2_1             9
or4_1              2
a211oi_1           5
nor2b_1            4
xor2_1             2
a211o_1            2
clkbuf_1           4
mux2i_1           21
mux2_2             2
a21oi_1           10
a221oi_1           2
nand2_1           10
buf_2              5
o21bai_1           2
## cell usage in the layout, fill, tap and decap left out, types with 2 or more instances in the layout
cell	instances
dlymetal6s2s_1	5
a211oi_2	3
xor2_1	2
o21ai_0	4
a211o_1	2
inv_2	8
dlygate4sd2_1	5
o211ai_1	4
mux2i_1	21
buf_2	3
buf_4	56
ha_1	7
inv_1	8
o311ai_1	2
clkdlybuf4s50_1	7
nand2_1	10
buf_6	4
o21a_1	3
nor2b_1	4
nor2_1	8
a21oi_2	3
ha_4	7
ha_2	2
clkbuf_2	8
a211oi_1	2
o21ai_1	4
mux2_2	2
or4_4	3
a21oi_1	7
## what timing repair did
action                                  CTS  global route
endpoints found under the hold margin     0             0
pin swaps                                20            19
buffers inserted                          6             2
gates resized                            78            28
endpoints found under the setup margin    9             8
## through the flow
step	instances	worst slack, ns	total power (uW)
2_1_floorplan	143	0.316	121
3_3_place_gp	268	-0.695	278
3_5_place_dp	268	-0.733	279
4_1_cts	274	0.00300	319
5_1_grt	276	-0.00566	359
6_report	276	0.0664	326
## how the worst min path moves through the flow
stage / start / endpoint / slack (ns)
4_1_cts: oprnd_1_i[3] / alu_result_o[2] / 1.96
5_1_grt: oprnd_0_i[7] / cf_o / 1.81
6_report: oprnd_1_i[2] / alu_result_o[1] / 1.72
## power by group
group	internal [uW]	switching [uW]
registers	0	0
logic	186	140
clock network	0	0
total	186	140
Power and IR drop assume default switching activity.
